$ cat design.v
module Obsidian_Fetch_Stage(IF_ID, clk);
	output reg[63:0] IF_ID;
	input clk;
	reg[31:0] PC; 	 
	reg [31:0] instrMem [0:64];
	initial
		begin
		instrMem[0] = 32'hffff_ffff;
		instrMem[1] = 32'h0000_0000;
		instrMem[2] = 32'haaaa_aaaa;
		end
	initial
		begin
		PC = 0;
		end
	always @ (posedge clk)
	begin
		IF_ID[63:32] = PC;
		IF_ID[31:0] = instrMem[PC];		 
		PC <= PC + 1;					 
	end
endmodule
$ cat run.sh
#!/bin/bash
# OpenROAD 26Q1-2900-gdf79404cd8, Yosys 0.63+post, stock flow scripts
make -C /OpenROAD-flow-scripts/flow DESIGN_CONFIG=/design/flow/config.mk WORK_HOME=/design/flow/orfs finish
$ cat config.mk
export PLATFORM = sky130hd
export DESIGN_NAME = Obsidian_Fetch_Stage
export DESIGN_NICKNAME = Obsidian_Fetch_Stage
export VERILOG_FILES = /design/flow/design.v
export SDC_FILE = /design/flow/constraint.sdc
export NUM_CORES = 4
export LEC_CHECK = 1
export CORE_UTILIZATION = 30
$ cat constraint.sdc
current_design Obsidian_Fetch_Stage

set clk_period 7.4
set clk_io_pct 0.2

create_clock -name clk0 -period $clk_period [get_ports {clk}]

set non_clock_inputs [all_inputs -no_clocks]
set_input_delay [expr $clk_period * $clk_io_pct] -clock clk0 $non_clock_inputs
set_output_delay [expr $clk_period * $clk_io_pct] -clock clk0 [all_outputs]
==> results.cfg <==
; generated from flow reports
[final_layout]
nFillCells = 666
fin_util_pct = 42.2
ff_latch_area_um2 = 1320
drive_gt1_share_pct = 7.44
comb_area_um2 = 614
instances_no_fill = 338
syn2layout_area_growth_pct = 33.3

[drt]
route.detailed.drc = 0
insertedDiodeCount = 0
vias = 1307
wirelength_um = 3400
wire_per_inst_um = 10.1
drt-initial-drc-count = 46
antenna_left = 0
detail_route.first_pass.iterations = 3
routed_via_density = 3.87

[setup_path]
critPathMaxStageDelay_ns = 0.58
critical-path-top-delay-family = flip-flops
worst_ep_required_time_ns = 5.92
arrival_ns = 1.47
critical_path_buf_inv_count = 1
path_max_fanout = 16
crit_type = register to output pin
cp-end-kind = output pin
worstSetupStartpointType = register
cpMaxStageDelayCell = dfxtp_1
worstPathCellList = clkdlybuf4s50_1

[final_timing]
finalSetupTns_ns = 0
finalHoldViolCount = 0
rsz0062_at_grt = no
finClkSkew_ns = 0.00661
slew_violations = 0
period_used_pct = 39.9
setup_violations = 0
max_freq_ghz = 0.339
slew_headroom_pct = 67.8
min_period_ns = 2.95
worstMarginPinSlew_ns = 0.484

[logic_synthesis]
synth_area_um2 = 2180
syn_area_per_cell_um2 = 11.3
flop_cell = dfxtp_1
synth_cell_type_count = 22
synth_top_cell_by_area = dfxtp_1
yosys_area_um2 = 2180
synth_top_area_share_pct = 60.5
area_leaders = dfxtp_1 (60%), buf_4 (11%), xnor2_1 (6.0%)
ys_seq_share_pct = 60.5
ys_cells = 194
yosys_warnings = 1
netlist_instances = 194
edf_count = 0
ys_ff = 66
synthArstFlopShare_pct = 0

[clocking]
cts_buffer_depth = 2
ctsHoldBuffers = 0
cts_tree = done
ctsResizeCount = 0
postCtsSetupRepairBufs = 0
worstSkewPairLatency_ns = 0.34
numCtsBuffers = 9
cts-htree-levels = 3
path_clk_slew_ns = 0.07
clk_root_buffer_cell = clkbuf_8
cts.sinks = 66

[power_and_ir_drop]
p_sw_mw = 0.127
clockPowerShare_pct = 45.8
power_density_nw_per_um2 = 225
power_leakage_nw = 1.09
p_total_mw = 0.655
peakVddDrop_v = 0.0000848
swShare_pct = 19.3
p_int_mw = 0.528
power_frac_comb_pct = 0
seq_power_share_pct = 54.2

[die]
die_h_um = 87.3
chip_area_um2 = 7630
coreArea_um2 = 6910
die_w_um = 87.3
rows = 30
pin_count = 65
initCoreUtil_pct = 31.6

[placed_design]
placed_cells = 322
io_buffers = 64
place_hpwl_um = 2360
gp_congestion = 0.779

[run]
warning_count = 25
drv_cap = 0

[global_route]
grt_pass1_wl_um = 5500
grtUsageTotal_pct = 9.39
antenna_found_initial = 0
grt_pass1_vias = 1176
grt_overflow = 0
grt_max_degree = 17

[worst_hold_path]
hp-class = register to register

[status]
status = complete, no violations
## power by group through the flow
stage	clock (mW)	sequential, mW	combinational [mW]
CTS	0.309	0.355	0.000000455
global route	0.329	0.355	0.000000455
finish	0.300	0.355	0.000000455
## state kept, by name, indices dropped and copies added, names as in the netlist
signal and flops:
PC 32, IF_ID 34
## final timing paths
check,to,slack [ns],cells after the start,startpoint
max,IF_ID[4],4.45,1,IF_ID[30]
min,IF_ID[63],0.37,0,PC[31]
max reg2reg,PC[30],5.17,4,PC[4]
min reg2reg,IF_ID[63],0.37,0,PC[31]
## cell usage in the layout (no fill, tap or decap), types with 2 or more instances in the layout
cell and n:
clkinvlp_4 2, clkdlybuf4s50_1 64, clkbuf_8 11, inv_1 3
and4_1 2, and3_1 4, nand4_1 7, nand2_1 15
and2_1 2, nor2_1 6, dfxtp_1 66, nor4_1 3
xnor2_1 15, xor2_1 14, nor3_1 9, nand3_1 9
## layout make-up
cell class | count | area share, %
well taps | 96 | 4.12
repair buffers | 64 | 22.0
clock buffers | 12 | 5.33
inverters | 3 | 0.387
flip-flops and latches | 66 | 45.4
clock inverters | 4 | 1.72
multi-input cells | 93 | 21.1
## kinds of logic (layout without fill, tap and decap cells)
kind of cell,count (synthesis),in the layout,share of synthesized area [%]
adders and majority gates,1,1,0.573
and+or+nand+nor,62,62,15.2
DFF,66,66,60.5
xor gates and xnor gates,30,30,12.4
buffers and inverters,35,83,11.4
## cells in the mapped netlist, types with 2 or more instances
cell type / instances
nor4_1: 3
and3_1: 4
xor2_1: 14
nor3_1: 9
nand4_1: 7
nand3_1: 9
nand2_1: 15
xnor2_1: 15
nor2_1: 6
and4_1: 2
dfxtp_1: 66
and2_1: 2
inv_1: 3
buf_4: 31
## per-layer routing
| metal | routed length, um | up-vias | GRT usage, % |
|---|---|---|---|
| met2 | 1390 | 35 | 13.4 |
| met3 | 196 | 6 | 3.37 |
| met5 | 0 | - | 0 |
| met1 | 1740 | 573 | 14.0 |
| met4 | 74 | 0 | 2.09 |
| li1 | - | 693 | - |
## per-stage QoR
stage / worst slack, ns / hold slack [ns] / instance area, um2
after floorplan: 5.25 / 0.344 / 2180
after global placement: 4.81 / 0.361 / 2710
after detailed placement: 4.76 / 0.359 / 2710
after CTS: 4.39 / 0.370 / 2910
after global routing: 4.31 / 0.381 / 2910
final: 4.45 / 0.367 / 2910
Power figures rest on the tool's default switching activity, not on a simulated workload.
